## design/flow/design.v

```verilog
module VGAMod
(
    input                   CLK,
    input                   nRST,
    input                   PixelClk,
    output                  LCD_DE,
    output                  LCD_HSYNC,
    output                  LCD_VSYNC,
	output          [7:0]   LCD_B,
	output          [7:0]   LCD_G,
	output          [7:0]   LCD_R,
    output                  FIFO_RST,
    output                  FIFO_CLK,
    output                  FIFO_RE,
    input   wire            FIFO_Empty,
    input   wire    [15:0]  FIFO_Data
);
    reg         [15:0]  PixelCount;
    reg         [15:0]  LineCount;
    localparam      WidthPixel  = 16'd800;
    localparam      HightPixel  = 16'd480;
    localparam      H_BackPorch  =  16'd256;
    localparam      V_BackPorch  =  16'd45;      
    localparam      PixelForHS  =   16'd1056 + H_BackPorch;
    localparam      LineForVS   =   16'd525  + V_BackPorch;
    localparam      FIFOReStart =   H_BackPorch - 1'b1;
    localparam      FIFOReEnd   =   16'd1056    + 1'b1;
    always @(  posedge PixelClk or negedge nRST  )begin
        if( !nRST ) begin
            LineCount       <=  16'b0;    
            PixelCount      <=  16'b0;
            end
        else if(  PixelCount  ==  PixelForHS ) begin
            PixelCount      <=  16'b0;
            LineCount       <=  LineCount + 1'b1;
            end
        else if(  LineCount  == LineForVS  ) begin
            LineCount       <=  16'b0;
            PixelCount      <=  16'b0;
            end
        else begin
            PixelCount      <=  PixelCount + 1'b1;
            end
    end
    assign  LCD_HSYNC = (( PixelCount >= ( H_BackPorch - 16'd200 ))&&( PixelCount < (PixelForHS - 1))) ? 1'b0 : 1'b1;
    assign  LCD_VSYNC = (( LineCount  >= 0 )&&( LineCount  < V_BackPorch )) ? 1'b1 : 1'b0;
    assign  FIFO_RST  = (( PixelCount >= 0 )&&( PixelCount < 16'd20 )) ? 1'b1 : 1'b0;
    assign  LCD_DE = (  ( PixelCount >= H_BackPorch )&&
                        ( PixelCount <= PixelForHS ) &&
                        ( LineCount >= V_BackPorch ) &&
                        ( LineCount < LineForVS ))  ? 1'b1 : 1'b0;
    assign  FIFO_CLK = PixelClk;
    assign  FIFO_RE  = (( LineCount >= V_BackPorch )&&( LineCount < LineForVS )&&( PixelCount >= FIFOReStart )&&( PixelCount <= FIFOReEnd )&&( FIFO_Empty == 1'b0 )) ? 1'b1 : 1'b0;
    assign  LCD_R    = ( FIFO_Empty == 1'b0 ) ? {FIFO_Data[15:11], 3'b111 } : 8'b1111_1111;
    assign  LCD_G    = ( FIFO_Empty == 1'b0 ) ? {FIFO_Data[10:5] , 2'b11  } : 8'b0000_0000;
    assign  LCD_B    = ( FIFO_Empty == 1'b0 ) ? {FIFO_Data[4:0]  , 3'b111 } : 8'b0000_0000;
endmodule
```

## design/flow/run.sh

```bash
#!/bin/bash
# OpenROAD 26Q1-2900-gdf79404cd8, Yosys 0.63+post, stock flow scripts
make -C /OpenROAD-flow-scripts/flow DESIGN_CONFIG=/design/flow/config.mk WORK_HOME=/design/flow/orfs finish
```

## design/flow/config.mk

```make
export PLATFORM = sky130hd
export DESIGN_NAME = VGAMod
export DESIGN_NICKNAME = VGAMod
export VERILOG_FILES = /design/flow/design.v
export SDC_FILE = /design/flow/constraint.sdc
export NUM_CORES = 4
export LEC_CHECK = 1
export CORE_UTILIZATION = 30
```

## design/flow/constraint.sdc

```tcl
current_design VGAMod

set clk_period 3.5
set clk_io_pct 0.2

create_clock -name clk0 -period $clk_period [get_ports {PixelClk}]

set non_clock_inputs [all_inputs -no_clocks]
set_input_delay [expr $clk_period * $clk_io_pct] -clock clk0 $non_clock_inputs
set_output_delay [expr $clk_period * $clk_io_pct] -clock clk0 [all_outputs]
```

==> Changelog: implementation <==
## Implementation

* Storage element area at 803.3 sq um
* Ys Warns at 1
* RSZ-0062 raised after global routing: false
* Max cap viols at 0
* Leakage power at 1.150 nW
* HP Class: reg -> reg
* Layout cells sized above 1 at 11.66%
* Vias at 1782
* Total grt overflow at 0
* Total power at 0.8769 mW
* Filler cells at 692
* Vias in the first global route at around 1700
* GRT Overall Usage at 13.24%
* EDFF count, synth at 0
* Sum Neg Setup Slack at 0 ns
* Cell row count at 30
* Final HPWL DP at 3.186 mm
* Chip Width at 86.70 microns
* Yosys chip area at 2152 sq um
* Post-synth regs at 32
* Worst reg-to-reg path cell count at 5
* Post-route ant nets at 0
* Syn-to-layout area delta at 29.07%
* Number of cells produced by synthesis at 244
* Largest net degree at the start of global routing at 33
* Hold Path Depth at 1
* Post-DR vias/cell at 4.702
* Met1 WL at 2.115 mm
* Die footprint at approximately 7500 sq um
* Most common logic cells in the final layout: clkdlybuf4s50_1, dfrtp_1, nor2_1
* Synth Flop Type: dfrtp_1
* CP Max Fanout at 5
* Fmax at 305.4 MHz
* Post-route insts no fill at 379
* Final Hold Violation Tally at 0
* Die Ht at 86.70 microns
* DRT iter0 DRCs at 58
* RePlAce Congestion at 0.8560
* Req. time, crit path at around 2.8 ns
* Fin. max-slew vios at 0
* Core area at 6869 sq um
* Log Warnings at 34
* Share of flip-flops with an asynchronous set or reset at 100.0%
* Clk latency late pin at 0.38 ns
* Met2 Wirelength at 2.037 mm
* CTS tree: built
* Multi-input logic area at 1192 sq um
* Clk pin slew, worst setup/hold paths at 0.06 ns
* Io pins at around 50
* Pwr/cell area at 315.7 nW/um^2
* Wirelength per Cell at 11.98 microns
* Drt pass-1 iters at 4
* Most numerous logic cell after layout: clkdlybuf4s50_1
* Count of port buffers added during placement at 45
* Synth unique cells at between 40 and 50
* Synth Seq Share at 37.21%
* Slew margin rel. at approximately 65%
* Cell Area, Synth at 2152 sq um
* CP Launch Type: register
* Initial antenna violation count at 0
* Diode count at 0
* DRC errors left at 0
* WS Path Type: reg -> out
* CTS Hold Bufs at 0
* Syn_area_per_cell at between 8 and 9 sq um
* Setup crit end kind: output pin
* Worst Max-Slew Pin Slew at 0.5145 ns
* Worst Path Arrival at 2.57 ns
* Post-Route WL at 4.539 mm
* Post-Place Cells at 368
* Final worst path period need at 3.274 ns
* # setup viols final at 0
* Worst vdd ir at 0.0001838 V
* First-pass GRT wire length at between 7 and 8 mm
* FP Util at 31.33%
* Status: finished clean
* Final period util at 93.54%
* Skew final at 0.006079 ns
* Met3 WL at 329 microns
* Top routing layer in use: met4
* # Cells Yosys at between 200 and 250
==> through the flow <==
stage | utilization (%) | cell area [sq um] | setup slack (ns) | hold WS (ns)
final | 40.44 | 2778 | 0.2260 | 0.4822
after global routing | 40.44 | 2778 | 0.03975 | 0.4911
after CTS | 40.27 | 2766 | 0.003040 | 0.4813
after detailed placement | 38.11 | 2618 | 0.4461 | 0.4637
after global placement | 38.11 | 2618 | 0.4551 | 0.4730
after floorplan | - | 2160 | 0.9522 | 0.4044
==> flip-flops by register name (all words and copies together), names as in the netlist <==
name / cells
LineCount: 16
PixelCount: 16
==> cell usage after synthesis (2+ instances only) <==
library cell	count	area share, %
nor2_1	27	4.7
inv_1	10	1.7
nor4_2	2	1.2
or2_2	7	2.0
ha_1	8	4.7
nor3_1	6	1.4
nand3_1	22	5.1
or3_1	2	0.58
nand2_1	17	3.0
a21oi_1	2	0.47
clkbuf_1	8	1.4
and3_1	7	2.0
o21ai_0	6	1.4
buf_6	2	1.0
nor2b_1	11	3.2
o31a_1	3	1.2
buf_2	3	0.70
nand4_1	6	1.7
a31oi_1	3	0.87
dfrtp_1	32	37
and4_1	2	0.81
buf_4	9	3.1
xnor2_1	11	4.5
nor3_2	2	0.93
xor2_1	11	4.5
nor4_1	6	1.7
==> worst max-delay path, cell delays in order (launching register included) <==
cell and delay [ns]:
dfrtp_2 0.45, nor4b_2 0.29, nand3_1 0.13, a21o_1 0.17, a311o_1 0.40, a221oi_1 0.24, clkdlybuf4s50_1 0.52
==> cell type report <==
cell class	count	area share [%]
clock inverter	2	1.261
inverter	10	1.351
clock buffer	10	4.459
timing repair buffer	47	16.76
tap	96	4.324
sequential	32	28.92
multi-input combinational	182	42.93
==> final timing paths <==
check | end | slack (ns) | startpoint
max | LCD_DE | 0.23 | LineCount[7]
min | LineCount[15] | 0.48 | LineCount[15]
max reg2reg | LineCount[4] | 1.33 | LineCount[7]
min reg2reg | LineCount[15] | 0.48 | LineCount[15]
max in group asynchronous | LineCount[6] | 2.47 | nRST
min in group asynchronous | PixelCount[0] | 0.72 | nRST
==> cells by family (layout without fill, tap and decap cells) <==
family,after synthesis,after routing,share of synthesized area (%)
flip-flops,32,32,37.21
buffers and inverters,32,69,8.023
other,1,3,0.1743
adder cells (fa/ha/maj),8,8,4.651
XOR/XNOR,22,22,8.953
AND/OR/NAND/NOR,126,126,33.49
AND-OR/OR-AND,23,23,7.501
==> power by group <==
group	total [mW]	switching [mW]	leakage (nW)	internal, mW
clock network	0.447	0.146	0.0807	0.302
logic	0.0597	0.0164	0.635	0.0433
registers	0.370	0	0.434	0.370
==> repair_timing <==
action	4_1_cts	5_1_grt
endpoints found under the setup margin	0	2
resized	0	4
setup buffers	0	0
==> layer usage <==
layer,global-route usage [%],up-vias
li1,-,905
met2,20.71,55
met5,0,-
met4,2.121,0
met3,4.155,5
met1,18.76,817
Power figures rest on the tool's default switching activity, not on a simulated workload.
