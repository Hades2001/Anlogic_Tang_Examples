--- /design/flow/run.sh ---
#!/bin/bash
# OpenROAD 26Q1-2900-gdf79404cd8, Yosys 0.63+post, stock flow scripts
make -C /OpenROAD-flow-scripts/flow DESIGN_CONFIG=/design/flow/config.mk WORK_HOME=/design/flow/orfs finish
--- /design/flow/config.mk ---
export PLATFORM = sky130hd
export DESIGN_NAME = CLK_MOD
export DESIGN_NICKNAME = CLK_MOD
export VERILOG_FILES = /design/flow/design.v
export SDC_FILE = /design/flow/constraint.sdc
export NUM_CORES = 4
export LEC_CHECK = 1
export CORE_AREA = 10 10 111 111
export DIE_AREA = 0 0 121 121
--- /design/flow/constraint.sdc ---
current_design CLK_MOD

set clk_period 4.1
set clk_io_pct 0.2

create_clock -name clk0 -period $clk_period [get_ports {CLK}]

set non_clock_inputs [all_inputs -no_clocks]
set_input_delay [expr $clk_period * $clk_io_pct] -clock clk0 $non_clock_inputs
set_output_delay [expr $clk_period * $clk_io_pct] -clock clk0 [all_outputs]
--- /design/flow/design.v ---
module CLK_MOD
(
	CLK,
	RSTn,
	CLK_OUT,
	Count_REG
);
	input 	CLK;
	input 	RSTn;
	input  	[31:0] Count_REG;
	reg 	[31:0] Count;
	output reg CLK_OUT;
	always @(  posedge CLK or negedge RSTn  )
	begin
		if(  !RSTn  )
		begin
		Count		<= 32'd0;
		CLK_OUT		<= 1'b1;
		end
		else if ( Count == Count_REG )
		begin
			CLK_OUT <= ~CLK_OUT;
			Count <= 4'b0;
		end
		else
		Count <= Count + 1'b1;
	end
endmodule
==> results.json <==
{
  "status": "finished, final reports clean",
  "cts.hold.buffers_added": 0,
  "fillers": 1021,
  "timing.final.setup_violations": 0,
  "firstDrtPassIters": 6,
  "max-slew-margin-rel_pct": 65.0,
  "worstPathArrival_ns": 2.65,
  "timing.hold.worst_path_depth": 1,
  "critical_path.startpoint_type": "primary input",
  "yosysWarnings": 1,
  "synth-xor-area-share_pct": 27.3,
  "worstPathMaxFanout": 17,
  "path_class": "in2reg",
  "post_dp_cell_area_um2": 2510,
  "worstSetupEndpointType": "flip-flop",
  "tritoncts.num_buffers": 5,
  "h_tree_depth": 2,
  "synthesis.area_per_instance_um2": 9.68,
  "power.density_nw_per_um2": 236,
  "slowest_stage": "clkdlybuf4s50_1",
  "reg2reg_from": "Count[0]$_DFF_PN0_",
  "final_cell_count_no_fill": 379,
  "post_cts_resize_count": 0,
  "synth_flops": 33,
  "clock.fmax_ghz": 0.410,
  "viasPerCell": 4.08,
  "ant_nets": 0,
  "netlist_logic_family_top": "simple AND/OR/NAND/NOR gates",
  "dr.first_iter.drc_count": 85,
  "rrSetupSlack_ns": 2.11,
  "final_design_area_no_fill_um2": 2590,
  "core_region_area_um2": 9860,
  "critical_path_buffer_and_inverter_count": 2,
  "cts_tree": "built",
  "hold_ws_ns": 0.530,
  "peakVddDrop_mv": 0.0918,
  "cp_cell_sequence": "clkdlybuf4s50_1 > xor2_1 > nor4_1 > nand4_1 > nor2_2 > buf_4 > xor2_1",
  "total_power_draw_mw": 0.612,
  "grt.total_usage_pct": 7.05,
  "critPathMaxStageDelay_ns": 0.44,
  "critical_path.most_common_cell": "xor2_1",
  "hold_path.class": "reg2reg",
  "cts.path.max_buffers": 2,
  "synth_area_um2": 2020,
  "worstMarginPinSlew_ns": 0.520,
  "timing.final.crit_period_ns": 2.44,
  "finalMaxSlewViolations": 0,
  "vias": 1547,
  "finalCoreUtilization_pct": 26.3,
  "timing.critical_path.max_delay_family": "simple AND/OR/NAND/NOR gates",
  "ratio_of_cells_with_drive_above_1_in_the_final_layout_pct": 7.72,
  "fin_ws_ns": 1.66,
  "reg2regPathDepth": 6,
  "top_level_ports": 35,
  "min_period_over_period_pct": 59.5,
  "initCoreUtil_pct": 20.5,
  "synth_compound_gate_area_share_pct": 0,
  "simple_gate_area_share_pct": 28.9,
  "drcViolationCount": 0,
  "clock_sinks": 33,
  "place_hpwl_mm": 3.94,
  "rows": 36,
  "hold_start": "CLK_OUT$_DFFE_PN1N_",
  "ys_area_um2": 2020,
  "hold_path_end": "CLK_OUT$_DFFE_PN1N_",
  "place_congestion": 0.853,
  "seq_area_frac_synth_pct": 40.9,
  "unrepaired_setup_endpoints_after_global_routing": "no",
  "placement.setup.worst_slack_ns": 1.33,
  "placedCellCount": 371,
  "grt_start_max_net_pins": 34,
  "clock-skew-final_ns": 0.00204,
  "dieArea_um2": 14600,
  "post_cts_buffers": 0,
  "cap_viol_max_count": 0,
  "globalRoute.totalOverflow": 0,
  "timing.setup.tns_ns": 0,
  "clock_latency_ns": 0.28,
  "clock_tree.root_cell": "clkbuf_8",
  "port_buffers": 34,
  "r2r_path_end": "Count[28]$_DFF_PN0_",
  "die_h_um": 121,
  "ys_cells": 209,
  "number_of_warnings_in_the_stage_logs": 25,
  "synth_adder_area_share_pct": 0.618,
  "grt_pass1_wl_mm": 8.28,
  "finalHoldViolations": 0,
  "antenna_found_initial": 0,
  "yosysUniqueCellTypes": 28,
  "wire_per_inst_um": 13.6,
  "syn2layout_area_growth_pct": 28.2,
  "grt_pass1_vias": 1568,
  "antenna-diode-count": 0,
  "die_width_um": 121,
  "post_synth_inst_count": 209,
  "drt-total-wl_mm": 5.14,
  "clk_pin_slew_ns": 0.06,
  "multiplexer_share_pct": 0,
  "cp.required_ns": 4.31,
  "p_leak_nw": 1.12
}
==> flip-flops by register name (all words and copies together) (netlist names) <==
| name | count |
|---|---|
| Count | 32 |
| CLK_OUT | 1 |
==> area by class of cell <==
| cell class | instances | area, um^2 | area share (%) |
|---|---|---|---|
| tap | 133 | 166 | 6.42 |
| clock buffer | 8 | 80.1 | 3.09 |
| sequential | 33 | 827 | 31.9 |
| inverter | 2 | 7.51 | 0.289 |
| timing repair buffer | 37 | 363 | 14.0 |
| multi-input combinational | 166 | 1150 | 44.3 |
==> layout by cell type (no fill, tap or decap) <==
cell type / synthesis / final
dfstp_2: 1 / 1
clkdlybuf4s50_1: 0 / 34
and3_1: 4 / 4
clkbuf_1: 1 / 3
buf_4: 0 / 3
nor3_1: 2 / 2
xor2_1: 51 / 51
nand3_2: 1 / 1
and4_1: 1 / 1
or3_4: 1 / 1
nor3_2: 2 / 2
xnor2_1: 12 / 12
nor2b_1: 1 / 1
inv_1: 2 / 2
or2_1: 1 / 1
nor4_4: 1 / 1
ha_1: 1 / 1
nor4_1: 9 / 9
nor2_2: 1 / 1
nor4b_4: 1 / 1
dfrtp_1: 32 / 32
and2_1: 3 / 3
nor2_1: 39 / 39
nand4_1: 13 / 13
nor4_2: 2 / 2
nand4_4: 1 / 1
nand2_1: 6 / 6
clkbuf_8: 0 / 5
nand3_1: 13 / 13
==> worst register-to-register path, cell delays in order (launching register included) <==
cell and delay, ns:
dfrtp_1 0.50, ha_1 0.27, nand4_1 0.22, or2_1 0.39, nor4_2 0.27, xnor2_1 0.17, nor2_1 0.06
==> cell usage after synthesis <==
cell,instances,area share (%)
and2_1,3,0.93
and3_1,4,1.2
and4_1,1,0.43
buf_2,6,1.5
clkbuf_1,1,0.19
clkbuf_2,1,0.25
dfrtp_1,32,40
dfstp_2,1,1.3
ha_1,1,0.62
inv_1,2,0.37
nand2_1,6,1.1
nand3_1,13,3.2
nand3_2,1,0.49
nand4_1,13,4.0
nand4_4,1,1.1
nor2_1,39,7.2
nor2_2,1,0.31
nor2b_1,1,0.31
nor3_1,2,0.49
nor3_2,2,0.99
nor4_1,9,2.8
nor4_2,2,1.2
nor4_4,1,1.1
nor4b_4,1,1.2
or2_1,1,0.31
or3_4,1,0.56
xnor2_1,12,5.2
xor2_1,51,22
==> kinds of logic (layout without fill, tap and decap cells) <==
| kind of cell | count (synthesis) | in the layout |
|---|---|---|
| buf+inv | 10 | 47 |
| simple gates | 102 | 102 |
| flops | 33 | 33 |
| fa+ha+maj | 1 | 1 |
| xor+xnor | 63 | 63 |
==> report_power, final <==
| group | internal, mW | switching (mW) | total, mW | leakage, nW |
|---|---|---|---|---|
| clock | 0.120 | 0.108 | 0.229 | 0.0395 |
| combinational | 0.0356 | 0.0214 | 0.0571 | 0.639 |
| sequential | 0.326 | 0.00000100 | 0.326 | 0.438 |
==> per-layer routing <==
metal	GRT usage (%)	up-vias	wire length, um
met5	0	-	0
met4	0.830	0	61
met3	2.17	7	478
met2	10.4	56	2240
met1	10.2	706	2360
li1	-	778	-
==> worst max-delay path by stage <==
stage                          to          start  cells past startpoint
finish        CLK_OUT$_DFFE_PN1N_  Count_REG[28]                      7
global route  CLK_OUT$_DFFE_PN1N_  Count_REG[28]                      7
CTS           CLK_OUT$_DFFE_PN1N_  Count_REG[28]                      7
Power and IR drop assume default switching activity.
