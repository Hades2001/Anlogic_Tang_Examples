===== flow/design.v =====
module LEDRGBCtrl
(
    input   wire    CLK,
    input   wire    nRST,
    output  wire    [2:0]    LEDs
);
    reg [31:0]  Count_LED;
    always@( posedge CLK or negedge nRST ) begin
        if ( !nRST ) begin
            Count_LED     <=  32'd0;
        end
        else if ( Count_LED >= 32'd196608000 )begin
            Count_LED     <=  32'd0;
        end
        else begin
            Count_LED     <=  Count_LED + 1'b1;
        end
    end
    wire    [31:0]  PWM_RData;
    wire    [31:0]  PWM_GData;
    wire    [31:0]  PWM_BData;
    assign  PWM_RData[31:0]   = ( Count_LED <= 32'd65536000 ) ? Count_LED[31:0] : 
                                (( Count_LED > 32'd65536000)&&( Count_LED <= 32'd131072000 )) ? ( 32'd131072000 - Count_LED[31:0] ) : 32'b0;
    assign  PWM_GData[31:0]   = (( Count_LED >= 32'd65536000 )&&( Count_LED <= 32'd131072000 )) ? ( Count_LED[31:0] - 32'd65536000 ) : 
                                ( Count_LED > 32'd131072000 ) ? ( 32'd196608000 - Count_LED[31:0] ) : 32'b0;
    assign  PWM_BData[31:0]   = ( Count_LED <= 32'd65536000 ) ? ( 32'd65536000 - Count_LED[31:0] ) : 
                                ( Count_LED > 32'd131072000 ) ? ( Count_LED[31:0] - 32'd131072000 ) : 32'b0;
    PWM
    #(
       .PWMWidth( 16 )
    )
    R_PWM
    (
        .CLK        (   CLK         ),
        .nRST       (   nRST        ),
        .OUT        (   LEDs[0]     ),
        .PWMUpData  (   16'd1000    ),
        .PWMConData (   PWM_RData[31:16]   )
    );
    PWM
    #(
       .PWMWidth( 16 )
    )
    G_PWM
    (
        .CLK        (   CLK         ),
        .nRST       (   nRST        ),
        .OUT        (   LEDs[1]     ),
        .PWMUpData  (   16'd1000    ),
        .PWMConData (   PWM_GData[31:16]   )
    );
    PWM
    #(
       .PWMWidth( 16 )
    )
    B_PWM
    (
        .CLK        (   CLK         ),
        .nRST       (   nRST        ),
        .OUT        (   LEDs[2]     ),
        .PWMUpData  (   16'd1000    ),
        .PWMConData (   PWM_BData[31:16]   )
    );
endmodule
module PWM
#(
    parameter PWMWidth = 16
)
(
    input   wire                    CLK,
    input   wire                    nRST,
    output  wire                    OUT,
    input   wire    [PWMWidth-1:0]  PWMUpData,
    input   wire    [PWMWidth-1:0]  PWMConData
);
    reg     [PWMWidth-1:0]  PWMCount;
    always@( posedge CLK or negedge nRST ) begin
        if( !nRST )begin
            PWMCount    <=  0;
            end
        else if ( PWMCount >= PWMUpData )begin
            PWMCount    <=  0;
            end
        else begin
            PWMCount    <=  PWMCount + 1'b1;
            end
    end
    assign  OUT = ( PWMCount <= PWMConData ) ? 1'b0 : 1'b1;
endmodule

===== flow/config.mk =====
export PLATFORM = sky130hd
export DESIGN_NAME = LEDRGBCtrl
export DESIGN_NICKNAME = LEDRGBCtrl
export VERILOG_FILES = /design/flow/design.v
export SDC_FILE = /design/flow/constraint.sdc
export NUM_CORES = 4
export LEC_CHECK = 1
export CORE_UTILIZATION = 30

===== flow/constraint.sdc =====
current_design LEDRGBCtrl

set clk_period 7.5
set clk_io_pct 0.2

create_clock -name clk0 -period $clk_period [get_ports {CLK}]

set non_clock_inputs [all_inputs -no_clocks]
set_input_delay [expr $clk_period * $clk_io_pct] -clock clk0 $non_clock_inputs
set_output_delay [expr $clk_period * $clk_io_pct] -clock clk0 [all_outputs]

===== flow/run.sh =====
#!/bin/bash
# OpenROAD 26Q1-2900-gdf79404cd8, Yosys 0.63+post, stock flow scripts
make -C /OpenROAD-flow-scripts/flow DESIGN_CONFIG=/design/flow/config.mk WORK_HOME=/design/flow/orfs finish

==> flow_metrics.tcl <==
# implementation run metrics
set metrics [dict create \
    ys_types 72 \
    ys_area_sq_um 6161 \
    globalplace.congestion 1.006 \
    fp.dieW_um 145.3 \
    dieArea_sq_um 21110 \
    sw_frac_of_total 0.2478 \
    core_sq_um 20170 \
    num_rows 52 \
    ys_warn_count 2 \
    post_cts_resized 0 \
    seq_power_share 0.460 \
    critPathKind "reg2out" \
    ios 5 \
    cp_cell_sequence "inv_2 > ha_1 > nor2b_1 > a311oi_1 > a21o_2 > o21ai_4 > nor2_1 > nor3_1 > ha_1 > nand4_1 > or2_2 > a211oi_1 > nor2_1 > a31oi_1 > clkdlybuf4s50_1" \
    h-tree-depth 3 \
    grt.total_usage 0.1562 \
    fin_skew_ns 0.01169 \
    grt_max_degree 44 \
    finalSetupViolCount 0 \
    finalCritPeriodShare 0.8792 \
    path_buffers 2 \
    drt_pass1_iterations 5 \
    clock.fmax_ghz 0.1517 \
    topCellsByArea "dfrtp_1 (32%), ha_1 (14%), nor2_1 (6.1%)" \
    area_growth_pct 9.322 \
    grt_pass1_vias 4737 \
    crit_path_start_kind "flip-flop" \
    first_iter_violations 376 \
    via_count 5093 \
    cts_setup_buffers 0 \
    cp.arrival_ns 5.09 \
    warning_count 41 \
    clock_latency_ns 0.35 \
    max_stage_delay_ns 0.68 \
    worst_pin_slew_ns 0.8075 \
    finalInstanceArea_sq_um 6735 \
    crit_required_ns 6.00 \
    hpwl_um 11600 \
    hold_violations 0 \
    wirelength_um 15790 \
    post_route_cells_drive_above_1_share 0.05841 \
    p_clk_frac 0.468 \
    ant_nets 0 \
    cpLargestDelayFamily "AND-OR/OR-AND gates" \
    total_power_w 0.0009647 \
    cts_hold_buf 0 \
    hold_path_class "reg2reg" \
    initial_utilization 0.3055 \
    internal_power_w 0.0007257 \
    power_density_nw_per_um2 143.2 \
    path_clk_slew_ns 0.07 \
    cts.sinks 80 \
    drc 0 \
    syn_area_per_cell_sq_um 8.653 \
    cp_max_fo 43 \
    synth-seq-cells 80 \
    fin_tns_setup_ns 0 \
    cts_root_buf "clkbuf_16" \
    netlist_area_sq_um 6161 \
    edf_count 0 \
    ys_seq_share 0.3249 \
    cts_buffer_depth 2 \
    route.detailed.wl_per_inst_um 15.97 \
    peakVddDrop_mv 0.1024 \
    port_buffers 4 \
    cp_slowest_cell "a21o_2" \
    cp-end-kind "primary output" \
    dieHeight_um 145.3 \
    relSlewSlack 0.4617 \
    slew_viol_final 0 \
    switchingPower_w 0.0002391 \
    cts_made_buffers 9 \
    cts_tree "yes" \
    dpl-instance-area_sq_um 6432 \
    via_per_inst 5.150 \
    status "finished clean" \
    top_area_cell "dfrtp_1" \
    synth_top_area_share 0.3249 \
    antenna_found_initial 0 \
    maxCapViolations 0 \
    grt-ovfl-total 0 \
    finalCriticalPeriod_ns 6.594 \
    diodes 0 \
    synthFlopType "dfrtp_1" \
    synth_cells 712 \
    pwr-share-comb 0.072 \
    power.leakage_nw 2.722 \
    ys_cells 712 \
    grt_pass1_wl_um 25880 \
    async_flop_share 1.000 \
    grt_setup_unrepaired "no" \
]
[cells in the final DEF (no fill, tap or decap), drive strengths merged, types with 10 or more instances in the layout]
cell type  count
nor2         100
dfrtp         80
ha            67
o21ai         51
a21oi         46
nand2         38
xor2          32
nand3         30
inv           27
nand4         23
conb          22
xnor2         22
nor3          20
and3          16
o211ai        10
[worst paths after layout]
check	cells after the start	slack, ns	end	startpoint
setup / recovery	15	0.91	LEDs[1]	Count_LED[21]
hold / removal	1	0.51	R_PWM.PWMCount[0]	R_PWM.PWMCount[0]
setup reg to reg	7	4.91	Count_LED[27]	Count_LED[15]
hold reg to reg	1	0.51	R_PWM.PWMCount[0]	R_PWM.PWMCount[0]
max in group asynchronous	2	5.46	R_PWM.PWMCount[2]	nRST
min in group asynchronous	1	1.10	Count_LED[8]	nRST
[cell families (layout without fill, tap and decap cells)]
group | after synthesis | in the layout | synth area share
xor+xnor | 54 | 54 | 0.07677
flops | 80 | 80 | 0.3249
fa+ha+maj | 67 | 67 | 0.1361
compound gates | 170 | 170 | 0.1795
buf+inv | 61 | 47 | 0.04793
other cells | 1 | 22 | 0.0006087
mux | 2 | 2 | 0.003452
simple gates | 277 | 277 | 0.2307
[power groups by stage]
| stage | Combinational [W] | Sequential [W] | Clock [W] |
|---|---|---|---|
| after CTS | 0.0000703 | 0.000444 | 0.000467 |
| after global routing | 0.0000801 | 0.000445 | 0.000486 |
| final | 0.0000694 | 0.000444 | 0.000451 |
[synthesized netlist by cell type (8+ instances only)]
library cell  instances
a21oi_1              45
and3_1               16
buf_2                 8
clkbuf_1             17
dfrtp_1              80
ha_1                 67
inv_1                22
nand2_1              38
nand3_1              30
nand4_1              22
nor2_1              100
nor2b_1               8
nor3_1               18
o211ai_1              9
o21ai_0              40
o21ai_1               8
or3_1                 9
xnor2_1              22
xor2_1               32
[sequential cells by signal (all words and copies together), names as in the netlist]
name,flops
Count_LED,32
B_PWM.PWMCount,16
G_PWM.PWMCount,16
R_PWM.PWMCount,16
[routing by layer]
metal  GRT usage  vias up  part of all wire
met5           0        -                 0
li1            -     2560                 -
met3     0.02440       40             0.057
met2      0.2303      139              0.43
met1      0.2428     2354              0.48
met4     0.03895        0             0.035
[layout make-up]
class | instances | area (sq um)
clock buffers | 9 | 225.2
multi-input cells | 592 | 3943
fillers | 2073 | 13430
flip-flops and latches | 80 | 2002
inverters | 24 | 90.09
clock inverters | 7 | 77.57
well taps | 270 | 337.8
repair buffers | 7 | 60.06
[metrics by stage]
| stage | setup WS, ns | cells | hold slack, ns | util |
|---|---|---|---|---|
| final | 0.9060 | 989 | 0.5064 | 0.3339 |
| after global routing | 0.5637 | 989 | 0.5461 | 0.3339 |
| after detailed placement | 1.418 | 973 | 0.5009 | 0.3189 |
| after CTS | 1.006 | 989 | 0.5103 | 0.3339 |
| after global placement | 1.431 | 973 | 0.4919 | 0.3189 |
| after floorplan | 2.546 | 733 | 0.4666 | - |
Power is estimated from default activity; no workload was simulated.
