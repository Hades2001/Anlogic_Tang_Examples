### flow/constraint.sdc
current_design UARTSender

set clk_period 4.7
set clk_io_pct 0.2

create_clock -name clk0 -period $clk_period [get_ports {UART_CLK}]

set non_clock_inputs [all_inputs -no_clocks]
set_input_delay [expr $clk_period * $clk_io_pct] -clock clk0 $non_clock_inputs
set_output_delay [expr $clk_period * $clk_io_pct] -clock clk0 [all_outputs]
### flow/config.mk
export PLATFORM = sky130hd
export DESIGN_NAME = UARTSender
export DESIGN_NICKNAME = UARTSender
export VERILOG_FILES = /design/flow/design.v
export SDC_FILE = /design/flow/constraint.sdc
export NUM_CORES = 4
export LEC_CHECK = 1
export CORE_AREA = 10 10 99 99
export DIE_AREA = 0 0 109 109
### flow/run.sh
#!/bin/bash
# OpenROAD 26Q1-2900-gdf79404cd8, Yosys 0.63+post, stock flow scripts
make -C /OpenROAD-flow-scripts/flow DESIGN_CONFIG=/design/flow/config.mk WORK_HOME=/design/flow/orfs finish
### flow/design.v
module UARTSender
(
    input   wire    UART_CLK,
    input   wire    nRST,
    input   wire    [9:0]   Data,
    output  reg             FIFO_CLK,
    output  reg             FIFO_RE,
    input   wire            FIFO_Empty,
    input   wire    [7:0]   FIFO_Data,
    output  wire    UART_TX
    );
    reg         [7:0]   Count;
    reg                 UART_TX_reg;
    reg         [7:0]   SendBuff;
    assign      UART_TX = UART_TX_reg;
    parameter   [3:0]   IDEL        = 4'b0001,
                        F_CLK_N     = 4'b0010,  
                        F_CLK_P     = 4'b0011,
                        START       = 4'b0100,
                        SEND        = 4'b0101,
                        STOP        = 4'b0110,
                        SENDIDE     = 4'b0111,
                        READ_N      = 4'b1000,
                        READ_P      = 4'b1001;
    reg         [3:0]   UART_FSM;
    always@( posedge UART_CLK or negedge nRST ) begin
        if( !nRST ) begin
            Count       <=  8'd0;
            UART_TX_reg <=  1'b1;
            UART_FSM    <=  IDEL;
            FIFO_CLK    <=  1'b0;
            FIFO_RE     <=  1'b0;
        end
        else begin
            case ( UART_FSM )
                IDEL:   begin
                    UART_TX_reg     <=  1'b1;
                    UART_FSM        <=  F_CLK_P;
                    end
                F_CLK_P:    begin
                    FIFO_CLK    <=  1'b1;
                    UART_FSM        <=  F_CLK_N;
                    end
                F_CLK_N:    begin
                    FIFO_CLK    <=  1'b0;
                    if(( FIFO_Empty == 1'b0 )&&( FIFO_RE == 1'b1))begin
                        UART_FSM        <=  READ_P;
                        end
                    else if(( FIFO_Empty == 1'b0 )&&( FIFO_RE == 1'b0))begin
                        UART_FSM        <=  F_CLK_P;
                        FIFO_RE         <=  1'b1;
                        end
                    else if(( FIFO_Empty == 1'b1 )&&( FIFO_RE == 1'b0))begin
                        UART_FSM        <=  IDEL;
                        end
                    else if(( FIFO_Empty == 1'b1 )&&( FIFO_RE == 1'b1))begin
                        UART_FSM        <=  READ_P;
                        FIFO_RE         <=  1'b0;
                        end
                    end
                READ_P:     begin
                    FIFO_CLK    <=  1'b1;
                    UART_FSM        <=  READ_N;
                    end
                READ_N:     begin
                    FIFO_CLK    <=  1'b0;
                    UART_FSM        <=  START;
                    end
                START:  begin
                    UART_TX_reg     <=  1'b0;
                    Count           <=  8'd0;
                    SendBuff[7:0]   <=  FIFO_Data[7:0];
                    UART_FSM        <=  SEND;
                    end  
                SEND:   begin
                    if( Count < 8'd7 ) begin
                        UART_TX_reg     <=  SendBuff[0];
                        SendBuff[6:0]   <=  SendBuff[7:1];
                        Count           <=  Count + 1'b1;
                        end
                    else begin
                        UART_FSM        <=  STOP;
                        end
                    end
                STOP:   begin
                    UART_TX_reg     <=  1'b1;
                    UART_FSM        <=  SENDIDE;
                    end
                SENDIDE:begin
                    UART_TX_reg     <=  1'b1;
                    UART_FSM        <=  F_CLK_N;
                    end    
                default:begin
                    UART_FSM    <=  IDEL;
                    Count       <=  8'd0;
                    UART_TX_reg <=  1'b1;
                    end 
            endcase
        end
    end
endmodule
==> results.json <==
{
  "highest_layer": "met3",
  "port_buffers": 13,
  "path_class": "in -> reg",
  "dp.final_hpwl_mm": 1.53,
  "hold_slack_ns": 0.406,
  "gp_congestion": 0.720,
  "ys_cells": 96,
  "worstMarginPinSlew_ns": 0.693,
  "pin_count": 24,
  "fmax_ghz": 0.414,
  "async_flop_share_pct": 71.4,
  "area_leaders": "dfrtp_1 35%, edfxtp_1 19%, ha_1 7.8%",
  "ctsResizeCount": 0,
  "syn_to_final_growth_pct": 24.4,
  "min_period_over_period_pct": 51.4,
  "track_usage_pct": 3.94,
  "clock.latency.late_pin_ns": 0.26,
  "grt_overflow_total": 0,
  "htreeDepth": 1,
  "syn_inst": 96,
  "cts_buffer_depth": 2,
  "grt_first_pass_wirelength_mm": 3.85,
  "largestRegisters": "UART_FSM: 9 flops, Count: 8 flops, SendBuff: 8 flops",
  "ys_seq_share_pct": 58.0,
  "die_h_um": 109,
  "power_frac_clock_pct": 15.9,
  "drt-initial-drc-count": 24,
  "slew_headroom_pct": 53.4,
  "utilization_pct": 20.6,
  "nFillCells": 819,
  "fin_setup_tns_ns": 0,
  "syn_area_mm2": 0.00128,
  "ir_drop_mv": 0.175,
  "finalCriticalPeriod_ns": 2.41,
  "grt_start_max_net_pins": 23,
  "warnings": 41,
  "rows": 32,
  "largest_reg_flops": 9,
  "comb_power_share_pct": 34.5,
  "routed_via_density": 3.58,
  "clock_sinks": 28,
  "grt_pass1_vias": 781,
  "hold_buffers": 0,
  "switching_share_pct": 31.4,
  "p_total_w": 0.000800,
  "most_common_cell": "dfrtp_1",
  "finalHoldViolations": 0,
  "drive_gt1_share_pct": 17.5,
  "cp_slowest_stage_delay_ns": 0.66,
  "numCtsBuffers": 3,
  "top_cells_by_count": "18 x dfrtp_1, 8 x edfxtp_1, 8 x ha_1, 8 x mux2_2, 6 x nor3_1",
  "routed_wirelength_mm": 2.12,
  "ys_types": 33,
  "dr_wl_met2_um": 865,
  "skew_ns": 0.00285,
  "ys_warn_count": 1,
  "p_per_area_mw_per_mm2": 501,
  "largest-register": "UART_FSM",
  "numPlacedInstances": 212,
  "cp_data_required_time_ns": 4.89,
  "post-cts-setup-buffers": 0,
  "crit_path_end_kind": "register",
  "first_pass_iters": 4,
  "edf_count": 8,
  "hold_class": "reg -> reg",
  "ys_seq_elements": 28,
  "ys_area_mm2": 0.00128,
  "flop_cell": "dfrtp_1",
  "synthDominantCellAreaShare_pct": 35.1,
  "rsz0062_at_grt": "false",
  "max_cap_violations": 0,
  "internal-power_w": 0.000549,
  "critPathArrivalTime_ns": 2.60,
  "fp_util_pct": 16.6,
  "yosysTopAreaCell": "dfrtp_1",
  "path_max_fanout": 5,
  "vias": 774,
  "die_w_um": 109,
  "die-area_mm2": 0.0119,
  "core_mm2": 0.00773,
  "critPathLaunchType": "input pin",
  "crit_chain": "clkdlybuf4s50_1 -> inv_1 -> ha_1 -> or4b_2 -> o21ai_0",
  "critPathSlowestCell": "or4b_2",
  "worst-path-buf-inv": 2,
  "syn_area_per_cell_um2": 13.4,
  "antenna_found_initial": 0,
  "root_buffer": "clkbuf_8",
  "met1_length_mm": 1.09,
  "avgRoutedWirePerCell_um": 9.81,
  "status": "complete, no violations",
  "final_cells": 216,
  "cts_tree": "done",
  "ant_nets": 0,
  "num_antenna_cells": 0,
  "cpLargestDelayFamily": "simple AND/OR/NAND/NOR gates",
  "clkSlewWorstSetupHoldPaths_ns": 0.08,
  "switching_power_w": 0.000251,
  "met3_length_um": 168,
  "p_seq_share_pct": 49.6,
  "drc": 0,
  "total_leakage_power_nw": 0.654,
  "final_max_slew_viol_count": 0,
  "setup_viol": 0
}
[layout make-up]
class / count / area, um2 / share of cell area [%]
clock buffer: 4 / 45.0 / 2.82
inverter: 4 / 15.0 / 0.941
multi-input combinational: 63 / 519 / 32.5
sequential: 28 / 743 / 46.6
tap: 102 / 128 / 8.00
timing repair buffer: 15 / 145 / 9.10
[routing by layer]
| layer | GRT usage, % | vias up |
|---|---|---|
| li1 | - | 391 |
| met1 | 5.51 | 367 |
| met2 | 5.83 | 16 |
| met3 | 1.67 | 0 |
| met4 | 0.282 | 0 |
| met5 | 0 | - |
[cells by family (layout without fill, tap and decap cells)]
family                     Yosys count  after routing  synth area share (%)
AOI/OAI and AO/OA                   15             15                  8.39
buffers and inverters                5             23                  1.56
DFF                                 28             28                  58.0
adders and majority gates            8              8                  7.81
muxes                                9              9                  7.81
and+or+nand+nor                     31             31                  16.5
[per-stage QoR]
| stage | cell area [um2] | worst slack [ns] |
|---|---|---|
| final | 1600 | 2.29 |
| after global routing | 1600 | 2.16 |
| after CTS | 1600 | 2.27 |
| after detailed placement | 1550 | 1.99 |
| after global placement | 1550 | 2.01 |
| after floorplan | 1280 | 2.61 |
[final timing paths]
| path | startpoint | slack, ns | depth (start not counted) | endpoint |
|---|---|---|---|---|
| hold / removal | UART_FSM[4] | 0.41 | 0 | UART_FSM[8] |
| max in group asynchronous | nRST | 3.41 | 2 | UART_FSM[0] |
| setup reg to reg | Count[0] | 2.80 | 5 | SendBuff[0] |
| hold reg to reg | UART_FSM[4] | 0.41 | 0 | UART_FSM[8] |
| min in group asynchronous | nRST | 1.02 | 2 | UART_FSM[6] |
| setup / recovery | FIFO_Empty | 2.29 | 5 | UART_FSM[3] |
[cells in the final DEF (no fill, tap or decap), types with 3 or more instances in the layout]
cell type        netlist  layout
clkbuf_8               0       3
clkdlybuf4s50_1        0      13
edfxtp_1               8       8
dfrtp_1               18      18
nand2b_1               3       3
mux2_2                 8       8
inv_1                  4       4
ha_1                   8       8
nor3_1                 6       6
nor2b_1                5       5
[power by group through the flow]
stage	registers, W	clock network [W]	logic, W
CTS	0.000398	0.000135	0.000283
global route	0.000410	0.000146	0.000317
finish	0.000397	0.000127	0.000276
